==> design.v <==
module lab09_Q2 (A, B, C, D, S, Cin, G);
input  [7:0] A;
input  [7:0] B;
input  [7:0] C;
input  [7:0] D;
input Cin;
input [1:0] S;
output  [7:0] G;
reg [7:0] X;
reg [7:0] Y;
reg [7:0] Z;
always @(*) begin
    case (S)
        2'b00:    X = 0;
        2'b01:    X = B;
        2'b10:    X = ~B;
        2'b11:    X = 8'b11111111;
    endcase
end
always @(*) begin
    case (S)
        2'b00:    Y = 0;
        2'b01:    Y = C;
        2'b10:    Y = ~C;
        2'b11:    Y = 8'b11111111;
    endcase
end
always @(*) begin
    case (S)
        2'b00:    Z = 0;
        2'b01:    Z = D;
        2'b10:    Z = ~D;
        2'b11:    Z = 8'b11111111;
    endcase
end
assign G=A+X+Y+Z+Cin;
endmodule
==> run.sh <==
#!/bin/bash
# OpenROAD 26Q1-2900-gdf79404cd8, Yosys 0.63+post, stock flow scripts
make -C /OpenROAD-flow-scripts/flow DESIGN_CONFIG=/design/flow/config.mk WORK_HOME=/design/flow/orfs finish
==> config.mk <==
export PLATFORM = sky130hd
export DESIGN_NAME = lab09_Q2
export DESIGN_NICKNAME = lab09_Q2
export VERILOG_FILES = /design/flow/design.v
export SDC_FILE = /design/flow/constraint.sdc
export NUM_CORES = 4
export LEC_CHECK = 1
export CORE_AREA = 10 10 93 93
export DIE_AREA = 0 0 103 103
==> constraint.sdc <==
current_design lab09_Q2

set clk_period 5.5
set clk_io_pct 0.2

create_clock -name clk0 -period $clk_period

set non_clock_inputs [all_inputs -no_clocks]
set_input_delay [expr $clk_period * $clk_io_pct] -clock clk0 $non_clock_inputs
set_output_delay [expr $clk_period * $clk_io_pct] -clock clk0 [all_outputs]
==> writeup.txt <==
The data arrival time reported for the critical path is 4.23 ns. With the proportion of layout cells with a drive suffix above 1 at 0.1575, the measured slew at the worst slew-check pin is 0.2196 ns. Per the placement log, port buffering inserted 43 buffers.

The synth_stat.txt file lists the number of cells as 94. The worst min-delay path category is in2out. Entering global routing, the biggest net connects 16 pins. The run gives 20 as the number of distinct library cells after synthesis.

The run finished with clean final reports. In the routed design, unresolved DRC markers number 0. The die height is 103 µm, and the worst max-slew margin expressed relative to the limit is 0.8494. Area of the mapped netlist: 880.8 µm². After floorplanning, the core was sized to cover 6756 µm².

Summed over all layers, the routed wires come to 2680 µm. For this design the static power due to leakage is 0.0007076 µW. The detail route stage leaves a number of antenna-violating nets equal to 0. Per the timing report, the achievable frequency comes out to 0.1876 GHz.

In this run the count of I/O pins placed on the die edge is 43. According to the timing report, the data required time at the worst endpoint equals 4.40 ns. For this block, the via count after detailed routing is 807. Summed over all layers, the global routing overflow is 0. After technology mapping, the gate count stands at 94.

The utilization of the core after routing is 0.2261. The run gives 0.7836 for the last weighted congestion value of the routability-driven placer. The design draws 391.5 µW. The number of pins with negative max-slew slack in the final report was 0. The start-to-end type of the worst setup path is in2out.

Subtracting the final worst setup slack from the clock period gives 5.331 ns. The tools report the overall die area as 10,610 µm². The nature of the critical path startpoint is an input port. The logs give 845 for the number of global-route vias before repair and 0 for the count of endpoints failing setup in the final report. With the layout clock buffer count at 0, the power density relative to cell area is 256.2 nW/µm². Registers take 0 µm². The average instance in the mapped netlist occupies 9.371 µm². The tally of filler cells in the layout is 741. The logs give 812.0 µm² for the combinational gate area and 0 for the number of hold violations in the final report.

The effective utilization at floorplan was 0.1304. Between the synthesized netlist and the finished layout, the area growth was recorded as 73.44%. With the first-pass GRT wire length at 4326 µm, the sequential cell count is 0.

With the max-capacitance violation count at 0, the estimated wirelength of the detail-placed design is 2423 µm. The worst setup path is captured at an output port. The run gives 1 for the number of synthesis warnings. The critical path maximum fanout is 3.

With the area figure in the yosys stat output at 880.8 µm², the placement row count is 30. With the final worst-path cycle share at 0.9693, the number of warnings in the stage logs is 32. The run gives 0 for the number of antenna violations at the first check in global routing. The peak supply drop is 0.00006281 V, and the number of DRC markers after the initial detailed-route iteration is 7. The portion of the post-synthesis area used by sequential elements is 0, and the global routing usage summed across all routing layers is 0.05017. The iteration count recorded for the first detailed-route pass is 3. For this sky-water flow run, the detailed-routed wirelength per cell is reported as 11.86 µm.

The tools report the total inserted antenna cells as 0. In this run the horizontal extent of the chip is 103 µm. The run gives 3.571 for the average via count per standard cell. The post-CTS hold buffer count recorded in the log is 0.
==> synth_stat cells (2+ instances only) <==
| cell | n | area [µm²] |
|---|---|---|
| sky130_fd_sc_hd__a21oi_1 | 3 | 15.01 |
| sky130_fd_sc_hd__ha_1 | 6 | 75.07 |
| sky130_fd_sc_hd__clkbuf_1 | 4 | 15.01 |
| sky130_fd_sc_hd__xnor2_1 | 7 | 61.31 |
| sky130_fd_sc_hd__mux2i_1 | 19 | 190.2 |
| sky130_fd_sc_hd__o21ai_0 | 2 | 10.01 |
| sky130_fd_sc_hd__nor3_1 | 2 | 10.01 |
| sky130_fd_sc_hd__inv_1 | 23 | 86.33 |
| sky130_fd_sc_hd__fa_1 | 15 | 300.3 |
| sky130_fd_sc_hd__mux2_2 | 3 | 33.78 |
==> power breakdown <==
part	total [µW]	switching, µW	internal (µW)
logic	391	148	244
clock network	0	0	0
registers	0	0	0
total	391	148	244
==> cell type report <==
class / count / share of cell area
Inverter: 23 / 0.05651
Multi-Input combinational cell: 67 / 0.5315
Tap cell: 80 / 0.06552
Timing Repair Buffer: 56 / 0.3464
==> final timing paths <==
check             start  endpoint  slack [ns]  depth (start not counted)
setup / recovery   B[2]      G[6]        0.17                         11
hold / removal     A[7]      G[7]        3.22                          5
==> cell families after synthesis <==
| logic type | Yosys count | synth area share |
|---|---|---|
| AND/OR/NAND/NOR | 7 | 0.04688 |
| buffers and inverters | 27 | 0.1150 |
| AND-OR/OR-AND | 9 | 0.06251 |
| multiplexers | 22 | 0.2543 |
| XOR/XNOR | 8 | 0.09517 |
| adder cells (fa/ha/maj) | 21 | 0.4261 |
==> metal layers <==
metal  vias up  global-route usage  part of all wire
li1        405                   -                 -
met1       372             0.06967              0.44
met2        30             0.07752              0.44
met3         0             0.01896              0.12
met4         0                   0                 0
met5         -                   0                 0
==> cells in the final DEF, fill, tap and decap left out, drive strengths merged, types with 2 or more instances in the layout <==
cell type      count
ha                 6
buf               13
inv               23
xnor2              7
nor3               2
o21ai              2
a21oi              3
clkdlybuf4s50     38
mux2               3
fa                15
dlygate4sd2        4
mux2i             19
==> critical path: stages <==
cell                              delay, ns
sky130_fd_sc_hd__clkdlybuf4s50_1       0.48
sky130_fd_sc_hd__mux2i_1               0.23
sky130_fd_sc_hd__fa_1                  0.47
sky130_fd_sc_hd__fa_1                  0.61
sky130_fd_sc_hd__inv_1                 0.06
sky130_fd_sc_hd__ha_1                  0.28
sky130_fd_sc_hd__a21o_1                0.17
sky130_fd_sc_hd__a21oi_2               0.18
sky130_fd_sc_hd__o21ai_0               0.10
sky130_fd_sc_hd__nand3_1               0.07
sky130_fd_sc_hd__clkdlybuf4s50_1       0.48
==> what timing repair did <==
item / in CTS / in global routing
endpoints found under the setup margin: 4 / 4
setup buffers: 1 / 0
gates resized: 6 / 8
pin swaps: 2 / 2
==> per-stage QoR <==
step                      area (µm²)  hold slack (ns)  instances  setup WS [ns]   TNS (ns)
final                           1528            3.215        226         0.1687          0
after global placement          1486            3.314        225        -0.2176    -0.4722
after detailed placement        1486            3.320        225        -0.2313    -0.5701
after floorplan                880.8            2.313         94         0.8046          0
after global routing            1528            3.281        226      -0.006917  -0.006917
after CTS                       1491            3.233        226        0.04678          0
No activity file was given, so power comes from the tool's default toggle rates.
