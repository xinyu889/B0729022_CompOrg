--- flow/design.v ---
module lab09_Q4(A,B,C,D,Q);
	input [7:0] A ;
	input [7:0] B ;
	input [7:0] C ;
	input [7:0] D ;
	output [7:0] Q ;
	reg [7:0] tmp1 ;
	reg [7:0] tmp2 ;
	always @(*) begin
		if(A > B)
			tmp1 = A - B ;
		else
			tmp1 = B - A ;
		if(C > D)
			tmp2 = C - D ;
		else
			tmp2 = D - C ;
		tmp1 = tmp1 + tmp2 ;
	end
		assign Q = tmp1 ;
endmodule 
--- flow/constraint.sdc ---
current_design lab09_Q4

set clk_period 11.5
set clk_io_pct 0.2

create_clock -name clk0 -period $clk_period

set non_clock_inputs [all_inputs -no_clocks]
set_input_delay [expr $clk_period * $clk_io_pct] -clock clk0 $non_clock_inputs
set_output_delay [expr $clk_period * $clk_io_pct] -clock clk0 [all_outputs]
--- flow/config.mk ---
export PLATFORM = sky130hd
export DESIGN_NAME = lab09_Q4
export DESIGN_NICKNAME = lab09_Q4
export VERILOG_FILES = /design/flow/design.v
export SDC_FILE = /design/flow/constraint.sdc
export NUM_CORES = 4
export LEC_CHECK = 1
export CORE_AREA = 10 10 111 111
export DIE_AREA = 0 0 121 121
--- flow/run.sh ---
#!/bin/bash
# OpenROAD 26Q1-2900-gdf79404cd8, Yosys 0.63+post, stock flow scripts
make -C /OpenROAD-flow-scripts/flow DESIGN_CONFIG=/design/flow/config.mk WORK_HOME=/design/flow/orfs finish
==> summary.rpt <==
==== FLOW RESULTS ====
----------------------------------------------------
[Logic synthesis]
  Yosys Chip Area ........................ 1609 sq um
  Count of unique library cells instantiated by Yosys ........................ 43
  Cell with the most instances after synthesis ........................ inv_1
  Synth cell count leaders ........................ inv_1, ha_1, a21oi_1
  Top area contributor share ........................ 28.77%
  Cell count listed in synth_stat.txt ........................ 207
  Syn Std Cell Area ........................ 1609 sq um
  Instance tally after logic synthesis ........................ 207
  Number of warnings reported in the yosys synthesis log ........................ 1
  Avg Inst Size Synth ........................ 7.773 sq um
  Largest area contributor in the synthesized netlist ........................ ha_1
  Leading post-synthesis cells by cell area ........................ ha_1, inv_1, a21oi_1, fa_1, xnor2_1
  Seq share, synth ........................ 0%

[Setup path]
  Sort of element at the start of the critical path ........................ primary input
  Critical path capture point type ........................ output pin
  Arrival time of data at the critical path endpoint ........................ 6810 ps
  Classification of the worst setup path ........................ in -> out
  Largest driver fanout on the critical path ........................ 13
  Required @ worst endpoint ........................ 9200 ps

[Route]
  Total antenna diodes in the routed design ........................ 0
  Vias post-DR ........................ 1471
  DRC violations left ........................ 0
  Avg Vias per Cell ........................ 3.902
  DRT antenna net count ........................ 0
  Iteration-0 DRC count of the detailed router ........................ 33
  Average detailed-routed wire length per instance ........................ 11.07 um
  Met2 WL post-DR ........................ 1659 um
  Top Metal Used ........................ met3
  Detailed-router iteration count before antenna repair ........................ 4
  Amount of wire on met3 after detailed routing ........................ 477 um
  Total wirelength of the detailed-routed design ........................ 4173 um
  Routed met1 length ........................ 2037 um

[Global routing]
  Number of antenna violations at the first check in global routing ........................ 0
  Total track usage ........................ 5.724%
  First-pass GRT wire length ........................ 7141 um
  Global route overflow ........................ 0
  Pin count of the biggest net entering global routing ........................ 14
  Via count of the first global-routing pass ........................ 1556

[Clock network]
  Post-CTS sizing ........................ 0
  Post-CTS setup buffer count ........................ 0
  Number of buffers added to fix hold violations after cts ........................ 0

[Job]
  Max-cap check violation count ........................ 0
  Tool warning count ........................ 46

[Finish]
  Clock buffers ........................ 0
  Sequential cell area in the final layout ........................ 0 sq um
  Area growth from synthesis to final layout ........................ 33.51%
  Final std cells w/o fill ........................ 377
  Number of sequential cells in the layout ........................ 0
  Layout cell share with drive strength beyond 1 ........................ 4.508%

[Place]
  Post-detailed-placement half-perimeter wirelength ........................ 3799 um
  Placer congestion estimate ........................ 0.8286
  Worst-case setup slack after placement ........................ 2385 ps
  Number of port buffers ........................ 40
  Placed Cells incl. Taps ........................ 377

[Die]
  Die Footprint ........................ 14640 sq um
  I/O pin total ........................ 40
  Horizontal die dimension ........................ 121 um
  Core utilization at floorplan ........................ 16.31%
  Die Ht ........................ 121 um
  Cell Rows ........................ 36
  Core box area ........................ 9864 sq um

[Hold path]
  Class of the tightest hold or removal check ........................ in -> out
  Hold path cells ........................ 5
  HP Start ........................ D[0]
  Min-Delay Endpoint ........................ Q[0]

[Timing]
  Final Max-Slew Violation Tally ........................ 0
  Final hold violation count ........................ 0
  Timing-limited maximum frequency ........................ 0.1098 GHz
  Period minus WS final ........................ 9106 ps
  Transition at the pin with the smallest max-transition slack ........................ 636.8 ps
  Rel. slew slack ........................ 57.55%
  Final critical-path setup slack ........................ 2394 ps
  Setup repair after global routing missed its margin ........................ false
  Setup violations, final ........................ 0
  Crit share post-route ........................ 79.18%
  Sum Neg Setup Slack ........................ 0 ps

[Power and ir drop]
  Ratio of total power to cell area ........................ 96.05 nW/um^2
  Leak Pwr ........................ 1.027 nW
  Peak ir drop on the vdd network ........................ 49.54 uV

[Outcome]
  Run status ........................ finished, final reports clean

----------------------------------------------------
[final cells by class]
| cell class | count | area [sq um] |
|---|---|---|
| multi-input cells | 159 | 1413 |
| repair buffers | 40 | 400.4 |
| inverters | 45 | 168.9 |
| well taps | 133 | 166.4 |
| fillers | 1069 | 7716 |
[cells in the final DEF (no fill, tap or decap), drive strengths merged, types with 3 or more instances in the layout]
master         netlist  routed
inv                 45      45
o21ai                5       5
clkdlybuf4s50        0      40
ha                  37      37
xor2                 4       4
fa                   5       5
and4                 4       4
a21o                 4       4
xnor2               11      11
nand2                7       7
o22ai                3       3
mux2                 3       3
a21oi               25      25
mux2i                7       7
o21bai               6       6
nor3                 3       3
nor2                10      10
[worst max-delay path, stage by stage]
cell and delay, ps:
clkdlybuf4s50_1 480, ha_1 180, inv_1 60, fa_1 370
a21oi_1 260, o22ai_1 170, a21oi_2 550, mux2_2 430
ha_1 290, a21o_1 170, a21oi_1 200, o21ai_0 160
o41ai_1 280, xnor3_1 470, clkdlybuf4s50_1 440
[how the worst max path moves through the flow]
| stage | start | endpoint | slack, ps | cells past startpoint |
|---|---|---|---|---|
| 6_report | D[0] | Q[7] | 2390 | 15 |
| 5_1_grt | D[0] | Q[7] | 1990 | 15 |
| 4_1_cts | D[0] | Q[7] | 2360 | 15 |
[power by group]
group          leakage (nW)  switching (mW)  internal [mW]
Combinational          1.03          0.0863          0.120
Clock                     0               0              0
Sequential                0               0              0
[stage by stage]
stage | power, mW | hold WS [ps] | utilization [%] | cell area (sq um)
floorplan | 0.1179 | 4936 | - | 1609
global placement | 0.2065 | 5955 | 21.78 | 2148
detailed placement | 0.2089 | 5951 | 21.78 | 2148
CTS | 0.2108 | 5964 | 21.78 | 2148
global route | 0.2348 | 6034 | 21.78 | 2148
finish | 0.2063 | 5944 | 21.78 | 2148
[logic make-up (layout without fill, tap and decap cells)]
group	after synthesis	count (layout)	share of synthesized area, %
adder cells (fa/ha/maj)	42	42	34.99
multiplexers	10	10	6.454
AND-OR/OR-AND	61	61	27.22
buffers and inverters	48	85	12.21
AND/OR/NAND/NOR	30	30	9.565
XOR/XNOR	16	16	9.564
[per-layer routing]
metal	track usage, %	vias to the layer above
met4	0	0
met3	2.409	0
met2	8.639	32
met1	7.911	647
li1	-	792
met5	0	-
Power is estimated from default activity; no workload was simulated.
